==> flow/design.v <==
module mux3 #(parameter WIDTH = 8) (
    input       [WIDTH-1:0] d0, d1, d2,
    input       [1:0] sel,
    output      [WIDTH-1:0] y
);
assign y = sel[1] ? d2: (sel[0] ? d1 : d0);
endmodule
==> flow/run.sh <==
#!/bin/bash
# OpenROAD 26Q1-2900-gdf79404cd8, Yosys 0.63+post, stock flow scripts
make -C /OpenROAD-flow-scripts/flow DESIGN_CONFIG=/design/flow/config.mk WORK_HOME=/design/flow/orfs finish
==> flow/config.mk <==
export PLATFORM = sky130hd
export DESIGN_NAME = mux3
export DESIGN_NICKNAME = mux3
export VERILOG_FILES = /design/flow/design.v
export SDC_FILE = /design/flow/constraint.sdc
export NUM_CORES = 4
export LEC_CHECK = 1
export CORE_AREA = 10 10 70 70
export DIE_AREA = 0 0 80 80
export SYNTH_HDL_FRONTEND = slang
==> flow/constraint.sdc <==
current_design mux3

set clk_period 1.0
set clk_io_pct 0.2

create_clock -name clk0 -period $clk_period

set non_clock_inputs [all_inputs -no_clocks]
set_input_delay [expr $clk_period * $clk_io_pct] -clock clk0 $non_clock_inputs
set_output_delay [expr $clk_period * $clk_io_pct] -clock clk0 [all_outputs]
==> results.txt <==
Total number of vias - 343
YS warnings - 0
Area Overhead vs Synth - 237.7%
Post-synth top cells - mux2i_1 (8), nand2_1 (8), o21ai_1 (8)
Count of different cell masters after synthesis - 4
PwrDens - 349.7 nW/um2
Die Ht - 80 um
Final Wtd Congestion - 0.7783
Max-slew headroom - 88.54%
Layout cells sized above 1 - 32.26%
# rows - 21
Synthesis area per yosys - 172.7 um2
Logic area - 181.4 um2
Number of port buffers - 34
Die Wd - 80 um
Post-DR vias/cell - 3.176
Met1 Usage GRT - 4.351%
Final setup fails - 1
Largest net degree at the start of global routing - 9
Post-synth area hogs - mux2i_1 (46%), o21ai_1 (23%), nand2_1 (17%)
Seq share, synth - 0%
Routed wire per std cell - 11.29 um
Count of pins over their slew limit - 0
Flop count - 0
Core footprint - 3416 um2
RSZ-0062 raised after global routing - yes
Failing checks - negative setup slack
Max Cap Violations - 0
WHS - 782.9 ps
Post-CTS Hold Buffers - 0
Initial core utilization - 5.055%
Status - complete, but fails checks
Setup WS post-layout - -11.87 ps
Cell area after synthesis - 172.7 um2
Tcrit/Tclk final - 101.2%
Clock buffers - 0
Worst-case vdd ir drop - 0.03701 mV
Synthesized netlist cell count - 26
Flip-flop and latch area - 0 um2
Routed Antenna Nets - 0
# DRC - 0
Die Area - 6400 um2
Crit path capture - y[6]
Tool Warnings - 34
Met2 usage - 5.297%
Met3 global-route usage - 0.9091%
Slew at the pin closest to its max-slew limit - 167.1 ps
Finished Layout Cells - 108
CP startpoint kind - input pin
Post-place instance area - 583.1 um2
GR peak layer - met2
Worst-path fanout max - 5
Crit path DAT - 810 ps
Lkg Pwr - 0.2851 nW
CP endpoint kind - primary output
Total GRT Usage - 3.233%
Max frequency - 988.3 MHz
Drt pass-1 iters - 3
Hold Violations, Final - 0
CP startpoint - sel[0]
Yosys cell count - 26
Detail Placement HPWL - 989.2 um
Initial antenna violation count - 0
Drt total wl - 1219 um
Dpl ws - -748.9 ps
Global-route wire length before repair - 1725 um
Vias in the first global route - 361
ANT cells - 0
Req. time, crit path - 800 ps
FILL cells - 385
Post-Place Cells - 107
Cell type with the largest total area - mux2i_1
Syn avg cell area - 6.641 um2
Iteration-0 DRC Markers - 7
Congestion Overflow GR - 0
Hold Crit Class - input pin to primary output
Critical path class - input pin to primary output
Share of Yosys cell area claimed by the top area cell type - 46.38%
Final min period - 1012 ps
Total power - 0.0002039 W
Final Cell Area - 583.1 um2
IO Count - 34
==> critical path, cell delays in order <==
cell	delay (ps)
buf_8	100
buf_8	130
mux2i_4	170
o21ai_2	100
buf_2	110
==> worst min path at each step <==
stage / start / to / slack [ps] / cells after the start
after CTS: d2[3] / y[3] / 790 / 4
after global routing: d2[2] / y[2] / 810 / 4
final: d2[0] / y[0] / 780 / 4
==> per-layer routing <==
layer  share of wire, %  vias up
li1                   -      166
met1                 49      154
met2                 41       23
met3                9.7        0
met4                  0        0
met5                  0        -
==> where the power goes <==
group	total (W)	internal [W]	switching (W)
logic	0.000204	0.000135	0.0000693
clock network	0	0	0
registers	0	0	0
total	0.000204	0.000135	0.0000693
==> cell usage in the layout (no fill, tap or decap), drive strengths merged <==
cell type / n
mux2i: 8
o21ai: 8
nand2: 8
dlygate4sd2: 24
buf: 14
==> kinds of logic (layout without fill, tap and decap cells) <==
kind of cell	count (synthesis)	after routing	share of synthesized area [%]
AND-OR/OR-AND	8	8	23.19
multiplexers	8	8	46.38
AND/OR/NAND/NOR	8	8	17.39
buffers and inverters	2	38	13.04
==> metrics by stage <==
| stage | utilization, % | setup TNS (ps) |
|---|---|---|
| global placement | 17.07 | -5670 |
| CTS | 16.37 | -38.44 |
| finish | 17.07 | -11.87 |
| floorplan | - | 0 |
| detailed placement | 17.07 | -5767 |
| global route | 17.07 | -79.85 |
==> what timing repair did <==
item / CTS / global route
pin swaps: 12 / 6
gates resized: 65 / 5
setup endpoints to repair: 8 / 8
setup buffers: 0 / 0
gates cloned: 1 / 0
==> final cells by class <==
type,count,area share [%]
multi-input combinational,24,31.12
tap,46,9.871
timing repair buffer,38,59.01
Power figures rest on the tool's default switching activity, not on a simulated workload.
