===== /design/flow/config.mk =====
export PLATFORM = sky130hd
export DESIGN_NAME = t1c_riscv_cpu
export DESIGN_NICKNAME = t1c_riscv_cpu
export VERILOG_FILES = /design/flow/design.v
export SDC_FILE = /design/flow/constraint.sdc
export NUM_CORES = 4
export LEC_CHECK = 1
export CORE_UTILIZATION = 30
export SYNTH_HDL_FRONTEND = slang
export SYNTH_MEMORY_MAX_BITS = 65536

===== /design/flow/constraint.sdc =====
current_design t1c_riscv_cpu

set clk_period 39.8
set clk_io_pct 0.2

create_clock -name clk0 -period $clk_period [get_ports {clk}]

set non_clock_inputs [all_inputs -no_clocks]
set_input_delay [expr $clk_period * $clk_io_pct] -clock clk0 $non_clock_inputs
set_output_delay [expr $clk_period * $clk_io_pct] -clock clk0 [all_outputs]

===== /design/flow/design.v =====
module adder #(parameter WIDTH = 32) (
    input       [WIDTH-1:0] a, b,
    output      [WIDTH-1:0] sum
);
assign sum = a + b;
endmodule
module alu #(parameter WIDTH = 32) (
    input       [WIDTH-1:0] a, b,        
    input       [3:0] alu_ctrl,          
    output reg  [WIDTH-1:0] alu_out,     
    output      zero                     
);
always @(a, b, alu_ctrl) begin
    case (alu_ctrl)
        4'b0000:  alu_out <= a + b;        
        4'b0001:  alu_out <= a + ~b + 1;   
        4'b0010:  alu_out <= a & b;        
        4'b0011:  alu_out <= a | b;        
        4'b0100:  alu_out <= a ^ b;        
        4'b0101:  begin                    
                    alu_out <= ($signed(a) < $signed(b)) ? 1 : 0;   
                 end
        4'b0110:  alu_out <= a >> b[4:0];             
        4'b0111:  alu_out <= $signed(a) >>> b[4:0];   
        4'b1000:  alu_out <= a << b[4:0];             
        4'b1001:  alu_out <= (a < b) ? 1 : 0;         
        default:  alu_out <= 0;
    endcase
end
assign zero = (alu_out == 0) ? 1'b1 : 1'b0;
endmodule
module alu_decoder (
    input            opb5,
    input [2:0]      funct3,
    input            funct7b5,
    input [1:0]      ALUOp,
    output reg [3:0] ALUControl
); 
always @(*) begin
    case (ALUOp)
        2'b00: ALUControl = 4'b0000;              
        2'b01: ALUControl = 4'b0001;              
        default:
            case (funct3)  
                3'b000: begin
                    if   (funct7b5 & opb5) ALUControl = 4'b0001;  
                    else ALUControl = 4'b0000;  
                end
                3'b001:  ALUControl = 4'b1000;  
                3'b010:  ALUControl = 4'b0101;  
                3'b011:  ALUControl = 4'b1001;  
                3'b100:  ALUControl = 4'b0100;  
                3'b101: begin
                    if (funct7b5) ALUControl = 4'b0111;   
                    else ALUControl = 4'b0110;            
                end
                3'b110:  ALUControl = 4'b0011;  
                3'b111:  ALUControl = 4'b0010;  
                default: ALUControl = 4'bxxxx;  
            endcase
    endcase
end
endmodule
module controller (
    input [6:0]  op,
    input [2:0]  funct3,
    input        funct7b5,
    input        Zero, ALUR31, 
    output       [1:0] ResultSrc,
    output       MemWrite,
    output       PCSrc, ALUSrc,
    output       RegWrite, Jump, Jalr,
    output [1:0] ImmSrc,
    output [3:0] ALUControl
);
wire [1:0] ALUOp;
wire       Branch;
main_decoder    md (op, funct3, Zero, ALUR31, ResultSrc, MemWrite, Branch,
                    ALUSrc, RegWrite, Jump, Jalr, ImmSrc, ALUOp);
alu_decoder     ad (op[5], funct3, funct7b5, ALUOp, ALUControl);
assign PCSrc = Branch | Jump;
endmodule
module datapath (
    input         clk, reset,
    input   [1:0] ResultSrc,
    input         PCSrc, ALUSrc,
    input         RegWrite,
    input   [1:0] ImmSrc,
    input   [3:0] ALUControl,
    input         Jalr,
    output        Zero, ALUR31,
    output [31:0] PC,
    input  [31:0] Instr,
    output [31:0] Mem_WrAddr, Mem_WrData,
    input  [31:0] ReadData,
    output [31:0] Result
);
wire [31:0] PCNext, PCJalr, PCPlus4, PCTarget, AuiPC, lAuiPC;
wire [31:0] ImmExt, SrcA, SrcB, WriteData, ALUResult;
mux2 #(32)     pcmux(PCPlus4, PCTarget, PCSrc, PCNext);
mux2 #(32)     jalrmux(PCNext, ALUResult, Jalr, PCJalr);
reset_ff #(32) pcreg(clk, reset, PCJalr, PC);
adder          pcadd4(PC, 32'd4, PCPlus4);
adder          pcaddbranch(PC, ImmExt, PCTarget);
reg_file       rf (clk, RegWrite, Instr[19:15], Instr[24:20], Instr[11:7], Result, SrcA, WriteData);
imm_extend     ext (Instr[31:7], ImmSrc, ImmExt);
mux2 #(32)     srcbmux(WriteData, ImmExt, ALUSrc, SrcB);
alu            alu (SrcA, SrcB, ALUControl, ALUResult, Zero);
adder #(32)    auipcadder({Instr[31:12], 12'b0},PC,AuiPC);
mux2 #(32)     lauipcmux(AuiPC, {Instr[31:12], 12'b0}, Instr[5], lAuiPC);
mux4 #(32)     resultmux(ALUResult, ReadData, PCPlus4, lAuiPC, ResultSrc, Result);
assign ALUR31 = ALUResult[31];
assign Mem_WrData = WriteData;
assign Mem_WrAddr = ALUResult;
endmodule
module imm_extend (
    input  [31:7]     instr,
    input  [ 1:0]     immsrc,
    output reg [31:0] immext
);
always @(*) begin
    case(immsrc)
        2'b00:   immext = {{20{instr[31]}}, instr[31:20]};
        2'b01:   immext = {{20{instr[31]}}, instr[31:25], instr[11:7]};
        2'b10:   immext = {{20{instr[31]}}, instr[7], instr[30:25], instr[11:8], 1'b0};
        2'b11:   immext = {{12{instr[31]}}, instr[19:12], instr[20], instr[30:21], 1'b0};
        default: immext = 32'bx;  
    endcase
end
endmodule
module main_decoder (
    input  [6:0] op,
    input  [2:0] funct3,
    input        Zero, ALUR31,
    output [1:0] ResultSrc,
    output       MemWrite, Branch, ALUSrc,
    output       RegWrite, Jump, Jalr,
    output [1:0] ImmSrc,
    output [1:0] ALUOp
);
reg [10:0] controls;
reg TakeBranch;
always @(*) begin
    TakeBranch = 0;
    casez (op)
        7'b0000011: controls = 11'b1_00_1_0_01_00_0_0;  
        7'b0100011: controls = 11'b0_01_1_1_00_00_0_0;  
        7'b0110011: controls = 11'b1_xx_0_0_00_10_0_0;  
        7'b1100011: begin                               
            controls = 11'b0_10_0_0_00_01_0_0;
            case(funct3)
                3'b000: TakeBranch =    Zero;           
                3'b001: TakeBranch =   !Zero;           
                3'b100: TakeBranch =  ALUR31;           
                3'b101: TakeBranch = !ALUR31;           
                3'b110: TakeBranch =  ALUR31;           
                3'b111: TakeBranch = !ALUR31;           
            endcase
        end
        7'b0010011: controls = 11'b1_00_1_0_00_10_0_0;  
        7'b1101111: controls = 11'b1_11_0_0_10_00_1_0;  
        7'b1100111: controls = 11'b1_00_1_0_10_00_0_1;  
        7'b0?10111: controls = 11'b1_xx_x_0_11_xx_0_0;  
        default:    controls = 11'bx_xx_x_x_xx_xx_x_0;  
    endcase
end
assign Branch = TakeBranch;
assign {RegWrite, ImmSrc, ALUSrc, MemWrite, ResultSrc, ALUOp, Jump, Jalr} = controls;
endmodule
module mux2 #(parameter WIDTH = 8) (
    input       [WIDTH-1:0] d0, d1,
    input       sel,
    output      [WIDTH-1:0] y
);
assign y = sel ? d1 : d0;
endmodule
module mux4 #(parameter WIDTH = 8) (
    input       [WIDTH-1:0] d0, d1, d2, d3,
    input       [1:0] sel,
    output      [WIDTH-1:0] y
);
assign y = sel[1] ? (sel[0] ? d3 : d2) : (sel[0] ? d1 : d0);
endmodule
module reg_file #(parameter DATA_WIDTH = 32) (
    input       clk,
    input       wr_en,
    input       [4:0] rd_addr1, rd_addr2, wr_addr,
    input       [DATA_WIDTH-1:0] wr_data,
    output      [DATA_WIDTH-1:0] rd_data1, rd_data2
);
reg [DATA_WIDTH-1:0] reg_file_arr [0:31];
integer i;
initial begin
    for (i = 0; i < 32; i = i + 1) begin
        reg_file_arr[i] = 0;
    end
end
always @(posedge clk) begin
    if (wr_en) reg_file_arr[wr_addr] <= wr_data;
end
assign rd_data1 = ( rd_addr1 != 0 ) ? reg_file_arr[rd_addr1] : 0;
assign rd_data2 = ( rd_addr2 != 0 ) ? reg_file_arr[rd_addr2] : 0;
endmodule
module reset_ff #(parameter WIDTH = 8) (
    input       clk, rst,
    input       [WIDTH-1:0] d,
    output reg  [WIDTH-1:0] q
);
always @(posedge clk or posedge rst) begin
    if (rst) q <= 0;
    else     q <= d;
end
endmodule
module data_mem #(parameter DATA_WIDTH = 32, ADDR_WIDTH = 32, MEM_SIZE = 64) (
    input       clk, wr_en,
    input       [2:0] funct3,
    input       [ADDR_WIDTH-1:0] wr_addr, wr_data,
    output reg  [DATA_WIDTH-1:0] rd_data_mem
);
reg [DATA_WIDTH-1:0] data_ram [0:MEM_SIZE-1];
wire [ADDR_WIDTH-1:0] word_addr =  wr_addr[DATA_WIDTH-1:2] % 64;
always @(*) begin
    case (funct3)   
        3'b000: begin
				case (wr_addr[1:0])
                2'b00: rd_data_mem = {{24{data_ram[word_addr][ 7]}}, data_ram[word_addr][ 7: 0]};
                2'b01: rd_data_mem = {{24{data_ram[word_addr][15]}}, data_ram[word_addr][15: 8]};
                2'b10: rd_data_mem = {{24{data_ram[word_addr][23]}}, data_ram[word_addr][23:16]};
                2'b11: rd_data_mem = {{24{data_ram[word_addr][31]}}, data_ram[word_addr][31:24]};
            endcase
        end
        3'b001: rd_data_mem = {{16{data_ram[word_addr][15]}},data_ram[word_addr][15: 0]};  
        3'b010: rd_data_mem = data_ram[word_addr];           
        3'b100: begin   
            case (wr_addr[1:0])
                2'b00: rd_data_mem = {24'b0, data_ram[word_addr][ 7: 0]};
                2'b01: rd_data_mem = {24'b0, data_ram[word_addr][15: 8]};  
                2'b10: rd_data_mem = {24'b0, data_ram[word_addr][23:16]};
                2'b11: rd_data_mem = {24'b0, data_ram[word_addr][31:24]};
            endcase
        end
        3'b101: rd_data_mem = {16'b0, data_ram[word_addr][15: 0]};  
    endcase
end
 always @(posedge clk) begin
     if (wr_en) begin
         case (funct3)
             3'b000: begin  
                 case(wr_addr[1:0])
                     2'b00: data_ram[word_addr][ 7: 0] <= wr_data[ 7: 0];
                     2'b01: data_ram[word_addr][15: 8] <= wr_data[ 7: 0];
                     2'b10: data_ram[word_addr][23:16] <= wr_data[ 7: 0];
                     2'b11: data_ram[word_addr][31:24] <= wr_data[ 7: 0];
                 endcase
             end
             3'b001: data_ram[word_addr][15: 0] <= wr_data[15: 0];        
             3'b010: data_ram[word_addr]        <= wr_data;               
         endcase
     end
 end
endmodule
module instr_mem #(parameter DATA_WIDTH = 32, ADDR_WIDTH = 32, MEM_SIZE = 512) (
    input       [ADDR_WIDTH-1:0] instr_addr,
    output      [DATA_WIDTH-1:0] instr
);
reg [DATA_WIDTH-1:0] instr_ram [0:MEM_SIZE-1];
initial begin
	 $readmemh("program.hex", instr_ram);
end
assign instr = instr_ram[instr_addr[31:2]];
endmodule
module riscv_cpu (
    input         clk, reset,
    output [31:0] PC,
    input  [31:0] Instr,
    output        MemWrite,
    output [31:0] Mem_WrAddr, Mem_WrData,
    input  [31:0] ReadData,
    output [31:0] Result
);
wire        ALUSrc, RegWrite, Jump, Jalr, Zero, ALUR31;
wire [1:0]  ResultSrc, ImmSrc;
wire [3:0]  ALUControl;
controller  c   (Instr[6:0], Instr[14:12], Instr[30], Zero, ALUR31,
                ResultSrc, MemWrite, PCSrc, ALUSrc, RegWrite, Jump, Jalr, 
                ImmSrc, ALUControl);
datapath    dp  (clk, reset, ResultSrc, PCSrc,
                ALUSrc, RegWrite, ImmSrc, ALUControl, Jalr, 
                Zero, ALUR31, PC, Instr, Mem_WrAddr, Mem_WrData, ReadData, Result);
endmodule
module t1c_riscv_cpu (
    input         clk, reset,
    input         Ext_MemWrite,
    input  [31:0] Ext_WriteData, Ext_DataAdr,
    output        MemWrite,
    output [31:0] WriteData, DataAdr, ReadData,
    output [31:0] PC, Result
);
wire [31:0] Instr;
wire [31:0] DataAdr_rv32, WriteData_rv32;
wire [2:0] funct3;
wire MemWrite_rv32;
riscv_cpu rvcpu    (clk, reset, PC, Instr,
                    MemWrite_rv32, DataAdr_rv32,
                    WriteData_rv32, ReadData, Result);
instr_mem instrmem (PC, Instr);
data_mem  datamem  (clk, MemWrite, funct3, DataAdr, WriteData, ReadData);
assign funct3    = (Ext_MemWrite && reset) ? 3'b010: Instr[14:12];
assign MemWrite  = (Ext_MemWrite && reset) ? 1 : MemWrite_rv32;
assign WriteData = (Ext_MemWrite && reset) ? Ext_WriteData : WriteData_rv32;
assign DataAdr   = reset ? Ext_DataAdr : DataAdr_rv32;
endmodule

===== /design/flow/run.sh =====
#!/bin/bash
# OpenROAD 26Q1-2900-gdf79404cd8, Yosys 0.63+post, stock flow scripts
make -C /OpenROAD-flow-scripts/flow DESIGN_CONFIG=/design/flow/config.mk WORK_HOME=/design/flow/orfs finish

==> flow_metrics.env <==
# flow metrics
export IMPL_p_int_mw=3.548
export IMPL_p_per_area_mw_per_mm2=49.15
export IMPL_critPathKind="in -> out"
export IMPL_critPathMaxFanout=46
export IMPL_r2r_start="rvcpu.dp.pcreg.q[9]"
export IMPL_timing_hold_ws_ps=477.7
export IMPL_syn_area_per_cell_sq_um=17.19
export IMPL_r2r_cells=6
export IMPL_power_frac_seq_pct=52.2
export IMPL_xor_share_pct=0.3056
export IMPL_flop_cell="edfxtp_1"
export IMPL_num_vias=51780
export IMPL_yosysWarnings=0
export IMPL_p_switching_mw=1.088
export IMPL_ant_nets=0
export IMPL_area_growth_pct=17.51
export IMPL_post_route_drc_count=0
export IMPL_yosysCellCount=4668
export IMPL_syn_inst=4668
export IMPL_core_sq_mm=0.2656
export IMPL_finalMaxSlewViolations=0
export IMPL_synthTopLogicFamily="AND-OR/OR-AND gates"
export IMPL_gp_congestion=0.9777
export IMPL_die_height_um=519.2
export IMPL_p_sw_share_pct=23.46
export IMPL_numCtsBuffers=204
export IMPL_cts_num_sinks=2078
export IMPL_rsz0062_at_grt="false"
export IMPL_ctsResizeCount=0
export IMPL_mux_share_pct=4.638
export IMPL_port_buffers=192
export IMPL_startpoint="Ext_DataAdr[2]"
export IMPL_firstDrtPassIters=21
export IMPL_grt_first_pass_wirelength_mm=454.1
export IMPL_clkPwrFrac_pct=40.7
export IMPL_postCtsSetupBuffers=0
export IMPL_worstSetupStartpointType="input port"
export IMPL_edf_count=2048
export IMPL_die_area_sq_mm=0.2696
export IMPL_routedWlPerCell_um=39.03
export IMPL_final_setup_tns_ps=0
export IMPL_postCtsHoldBufs=0
export IMPL_drv_cap=0
export IMPL_use_met3_pct=27.95
export IMPL_first_global_vias=53400
export IMPL_met1_usage_pct=22.79
export IMPL_die_w_um=519.2
export IMPL_simple_gate_share_pct=3.375
export IMPL_arrival_ps=13700
export IMPL_reg2reg_to="rvcpu.dp.pcreg.q[31]"
export IMPL_io_pins=228
export IMPL_relSlewSlack_pct=25.03
export IMPL_routed_wl_mm=341.3
export IMPL_clk_insertion_delay_late_ps=880
export IMPL_hold_class="reg -> reg"
export IMPL_required_ps=31840
export IMPL_crit_path_end_kind="primary output"
export IMPL_adder_share_pct=0.01559
export IMPL_max_freq_ghz=0.04616
export IMPL_yosys_area_sq_mm=0.08025
export IMPL_synth_seq_share_pct=77.57
export IMPL_num_rows=189
export IMPL_hold_viol_final=0
export IMPL_cts_htree_levels=4
export IMPL_post_dp_hpwl_mm=198.7
export IMPL_period_used_pct=54.43
export IMPL_r2r_slack_ps=37630
export IMPL_setup_violations=0
export IMPL_use_met2_pct=35.37
export IMPL_cts_tree="yes"
export IMPL_synthesis_area_sq_mm=0.08025
export IMPL_grt_max_degree=66
export IMPL_synthDistinctLibCells=81
export IMPL_gr_usage_all_layers_pct=26.75
export IMPL_async_reset_ff_share_pct=1.444
export IMPL_clk_path_buf_depth=3
export IMPL_skew_ps=29.92
export IMPL_synth_compound_area_share_pct=11.75
export IMPL_tightest_slew_ps=1120
export IMPL_drt_initial_drc_count=4834
export IMPL_synth_flops=2078
export IMPL_status="complete, no violations"
export IMPL_endpoint="ReadData[31]"
export IMPL_ctsRootBufferMaster="clkbuf_16"
export IMPL_warnings=26
export IMPL_peakVddDrop_v=0.00005142
export IMPL_period_minus_slack_ps=21660
export IMPL_grt_overflow=0
export IMPL_antenna_found_initial=29
export IMPL_pwr_share_comb_pct=7.1
export IMPL_final_fill_count=24350
export IMPL_total_leakage_power_nw=26.82
export IMPL_drive_gt1_share_pct=16.03
export IMPL_clkTransAtPathRegs_ps=50
export IMPL_fp_util_pct=30.22
export IMPL_viasPerCell=5.922
export IMPL_grt_busiest_layer="met2"
[registers in the layout, summed over array words and instances (netlist names)]
signal	flops
datamem.data_ram	2048
rvcpu.dp.pcreg.q	30
[worst min path at each step]
stage | slack (ps) | depth (start not counted) | to | start
after CTS | 480 | 1 | rvcpu.dp.pcreg.q[31] | rvcpu.dp.pcreg.q[31]
after global routing | 490 | 1 | rvcpu.dp.pcreg.q[31] | rvcpu.dp.pcreg.q[31]
final | 480 | 1 | rvcpu.dp.pcreg.q[2] | rvcpu.dp.pcreg.q[2]
[stage by stage]
stage,power [mW],cells,util [%],setup WS (ps),area [sq um]
2_1_floorplan,2.612,4701,-,21400,80380
3_3_place_gp,2.780,8341,33.04,18390,87750
3_5_place_dp,2.782,8341,33.04,18390,87750
4_1_cts,4.628,8716,35.49,18350,94240
5_1_grt,4.734,8724,35.49,18150,94260
6_report,4.635,8744,35.51,18140,94310
[cells by family after synthesis]
kind of cell,Yosys count
AND/OR/NAND/NOR,560
flip-flops,2078
XOR/XNOR,28
AND-OR/OR-AND,1278
multiplexers,339
adder cells (fa/ha/maj),1
other,2
buffers and inverters,382
[area by class of cell]
cell class                      count  area, sq um  share of cell area (%)
Clock inverter                    123         1197                   1.270
Tap cell                         3533         4420                   4.687
Antenna cell                       28        70.07                 0.07430
Sequential cell                  2078        62250                   66.01
Clock buffer                      252         5285                   5.604
Inverter                           13        52.55                 0.05572
Timing Repair Buffer              476         4073                   4.319
Multi-Input combinational cell   2241        16960                   17.98
[synth_stat cells (16+ instances only)]
library cell	count	area, sq um
mux4_2	16	360.4
nand2_1	148	555.5
dfrtp_1	30	750.7
buf_1	41	153.9
and3_1	52	325.3
o21ai_0	144	720.7
o22a_1	30	262.8
a221o_1	26	260.3
o22ai_1	139	869.6
xnor2_1	20	175.2
clkbuf_1	145	544.3
a22oi_1	369	2770
mux2_2	91	1025
nand3_1	25	125.1
o221ai_1	73	639.4
and2_1	33	206.5
nor2b_1	16	100.1
buf_2	110	550.5
buf_4	65	488.0
a22o_1	66	578.1
a21oi_1	119	595.6
a211oi_1	29	217.7
mux2i_1	229	2292
a32oi_1	30	262.8
nor2_1	190	713.2
a221oi_1	88	770.7
a222oi_1	61	610.6
edfxtp_1	2048	61500
nand4_1	17	106.4
[critical path: stages]
cell and delay (ps):
buf_8 340, buf_4 590, buf_4 590, nand2_4 460
inv_2 580, buf_4 570, o22ai_1 130, a211o_1 320
a221oi_1 480, a311oi_1 120, a211oi_1 620, buf_4 220
clkdlybuf4s50_1 470
[per-layer routing]
layer | vias to the layer above | part of all wire, %
li1 | 19910 | -
met5 | - | 0.98
met2 | 5616 | 41
met3 | 1358 | 23
met4 | 116 | 8.6
met1 | 24780 | 26
[layout by cell type, fill, tap and decap left out, types with 33 or more instances in the layout]
| cell | count |
|---|---|
| clkinv_1 | 50 |
| clkinv_2 | 34 |
| a222oi_1 | 61 |
| a221oi_1 | 88 |
| o21ai_0 | 144 |
| o22ai_1 | 139 |
| clkbuf_16 | 204 |
| a21oi_1 | 119 |
| and3_2 | 33 |
| clkdlybuf4s50_1 | 186 |
| edfxtp_1 | 2048 |
| mux2i_1 | 229 |
| buf_4 | 283 |
| nand2_1 | 145 |
| a22o_1 | 66 |
| mux2_2 | 91 |
| nor2_1 | 121 |
| clkbuf_1 | 48 |
| conb_1 | 35 |
| nor2_4 | 68 |
| o221ai_1 | 73 |
| a22oi_1 | 369 |
[power by group through the flow]
stage	logic, mW	clock network [mW]	registers, mW
4_1_cts	0.317	1.89	2.42
5_1_grt	0.336	1.98	2.42
6_report	0.330	1.89	2.42
Power figures rest on the tool's default switching activity, not on a simulated workload.
